$ cat design/flow/config.mk
export PLATFORM = sky130hd
export DESIGN_NAME = filterfir
export DESIGN_NICKNAME = filterfir
export VERILOG_FILES = /design/flow/design.v
export SDC_FILE = /design/flow/constraint.sdc
export NUM_CORES = 4
export LEC_CHECK = 1
export CORE_UTILIZATION = 30
$ cat design/flow/constraint.sdc
current_design filterfir

set clk_period 6.0
set clk_io_pct 0.2

create_clock -name clk0 -period $clk_period [get_ports {clk}]

set non_clock_inputs [all_inputs -no_clocks]
set_input_delay [expr $clk_period * $clk_io_pct] -clock clk0 $non_clock_inputs
set_output_delay [expr $clk_period * $clk_io_pct] -clock clk0 [all_outputs]
$ cat design/flow/design.v
module dff(clk,rst,d,q); 
input clk,rst;
input [7:0]d;
output [7:0]q;
reg [7:0]q;
always@(posedge clk)
begin
if(rst==1)
begin
q=0;
end
else
begin
q=d;
end
end
endmodule
module filterfir(clk,rst,x,dataout);
input [7:0]x;
input clk,rst;
output [9:0]dataout;
wire [7:0]d1,d2,d3;
wire [7:0]m1,m2,m3,m4,m5;
wire [7:0]d11,d12,d13,d14;
parameter h0=3'b101;
parameter h1=3'b100;
parameter h2=3'b011;
parameter h3=3'b010;
parameter h4=3'b001;
assign m1=x>>h0;
dff u2(clk,rst,x,d11);
assign m2=d11>>h1;
assign d1=m1+m2;
dff u4(clk,rst,d11,d12);
assign m3=d12>>h2;
assign d2=d1+m3;
dff u6(clk,rst,d12,d13);
assign m4=d13>>h3;
assign d3=d2+m4;
dff u8(clk,rst,d13,d14);
assign m5=d14>>h4;
assign dataout=d3+m5;
endmodule
$ cat design/flow/run.sh
#!/bin/bash
# OpenROAD 26Q1-2900-gdf79404cd8, Yosys 0.63+post, stock flow scripts
make -C /OpenROAD-flow-scripts/flow DESIGN_CONFIG=/design/flow/config.mk WORK_HOME=/design/flow/orfs finish
==> run summary <==
CTS sink count = 28
Cell count in the Yosys report = 139
Number of global-route vias before repair = 810
Share of cells above drive strength 1 = 0.138
Final Setup Violations = 0
Crit path DAT = 4.67 ns
Register share after synthesis = 0.392
CP Max Fanout = 2
Routed WL per cell = 8.50 um
Startpoint types = primary input
Via-to-Cell Ratio = 4.13
Drt pass-1 iters = 10
Total gr overflow = 0
Area growth syn-to-layout = 23.5%
Die W = 71.0 um
Crit Path Class = in -> out
Final WL = 1.80 mm
Flops out of synthesis = 28
Clk latency late pin = 0.26 ns
Total global-route track usage = 0.0793
CP Cell Sequence = clkdlybuf4s50_1 > inv_2 > fa_1 > fa_2 > fa_1 > inv_1 > ha_2 > fa_2 > buf_6 > buf_4 > xor2_1 > clkdlybuf4s50_1
Htree depth = 1
Clk root buf = clkbuf_8
Final ANT Viol Nets = 0
Fmax = 170 MHz
Die height = 71.0 um
CTS Buffer Depth = 2
Leakage = 0.843 nW
TritonCTS buffer count = 3
Fp util = 0.319
Peak supply drop = 0.126 mV
Tool warning count = 27
Core ar. = 4470 um2
Critical Path RT = 4.80 ns
Post-CTS Hold Fix Bufs = 0
Mapped Cells = 139
Max-cap violation count = 0
Pin count of the biggest net entering global routing = 29
Crit path largest cell delay = 0.57 ns
Yosys warns = 1
Initial DRC Count = 18
GPL Wtd Cong = 0.758
Initial antenna violation count = 0
Worst min-delay path class = reg -> reg
Synthesized cell area = 1430 um2
Total power = 0.000381 W
Setup TNS = 0 ns
Utilization after layout = 0.394
Worst r2r src = u6.q[5]
# IOs = 20
Worst Path Buf+Inv = 6
Post-synth cell types = 30
First-pass GRT wire length = 3.24 mm
Ratio of final minimum period to clock period = 0.979
Delay-heaviest family, CP = adder cells
Port bufs = 16
Status = completed
DIE AREA = 5040 um2
Clock slew at reported path FFs = 0.08 ns
Syn_area_per_cell = 10.3 um2
Number of fill cells = 419
TritonCTS clock tree = yes
Hold Crit Start = u2.q[3]
Chip Area, Yosys = 1430 um2
Worst path slowest cell = fa_1
Total number of vias = 875
Clock Skew = 0.00192 ns
Dpl hpwl = 1.46 mm
RSZ-0062 raised after global routing = no
Diode count = 0
Num rows = 24
Final Max Tran Viols = 0
CP endpoint kind = primary output
Final Hold Vio Count = 0
Residual DRC = 0
Power Dens Cells = 216 nW/um2
Post-route minimum period = 5.87 ns
Worst setup path startpoint = x[6]
## power breakdown
part           switching, W  internal (W)  leakage [nW]  total [W]
Combinational     0.0000393     0.0000549         0.592  0.0000941
Sequential       0.00000205      0.000192         0.229   0.000194
Clock             0.0000483     0.0000448        0.0216  0.0000931
## cell usage in the layout (no fill, tap or decap), types with 2 or more instances in the layout
master,n
buf_4,5
clkbuf_8,3
clkdlybuf4s50_1,12
conb_1,2
dfxtp_1,28
dlygate4sd2_1,2
dlymetal6s2s_1,2
fa_1,10
fa_2,2
ha_1,12
inv_1,23
inv_2,4
nor2_1,10
nor2b_1,18
nor3b_1,2
o21ai_0,2
xnor2_1,2
## path summary, 6_finish.rpt
kind                              endpoint  slack, ns  cells after the start
worst max-delay path            dataout[3]       0.13                     12
worst min-delay path               u4.q[3]       0.44                      1
worst max register to register     u8.q[5]       5.43                      1
worst min register to register     u4.q[3]       0.44                      1
## layer usage
metal | share of wire | vias up | GRT usage
met5 | 0 | - | 0
li1 | - | 467 | -
met3 | 0.037 | 0 | 0.0159
met1 | 0.53 | 392 | 0.122
met2 | 0.44 | 16 | 0.125
met4 | 0 | 0 | 0.00889
## synth_stat cells, drive strengths merged
library cell / count / area share
xnor2: 2 / 0.012
conb: 1 / 0.0026
nand2b: 1 / 0.0044
o21ai: 3 / 0.011
nor2b: 18 / 0.079
nor2: 10 / 0.026
fa: 12 / 0.17
nand2: 1 / 0.0026
or3b: 2 / 0.012
a21o: 2 / 0.011
nor3: 1 / 0.0035
a31oi: 1 / 0.0044
a211oi: 2 / 0.011
o2111ai: 1 / 0.0061
dfxtp: 28 / 0.39
nand4: 1 / 0.0044
inv: 27 / 0.071
buf: 4 / 0.017
clkbuf: 1 / 0.0026
a21oi: 2 / 0.0070
o221ai: 1 / 0.0061
ha: 14 / 0.12
xor2: 1 / 0.0061
or4b: 1 / 0.0070
nor3b: 2 / 0.011
## logic make-up (layout without fill, tap and decap cells)
family          count (synthesis)  count (layout)  share of synthesized area
fa+ha+maj                      26              26                      0.291
flops                          28              28                      0.392
xor+xnor                        3               3                     0.0184
compound gates                 12              12                     0.0560
simple gates                   37              37                      0.150
buf+inv                        32              52                     0.0902
other cells                     1               2                    0.00262
## area by class of cell
type                    count  area [um2]  share of cell area
repair buffers             22         211               0.120
inverters                  27         101              0.0574
flip-flops and latches     28         561               0.318
clock buffers               3        41.3              0.0234
multi-input cells          80         785               0.445
well taps                  52        65.1              0.0369
## metrics by stage
| stage | setup WS, ns | cell area [um2] | hold WS [ns] | cells |
|---|---|---|---|---|
| 6_report | 0.126 | 1760 | 0.439 | 212 |
| 5_1_grt | 0.0151 | 1760 | 0.457 | 212 |
| 4_1_cts | -0.0359 | 1740 | 0.446 | 212 |
| 3_5_place_dp | -0.318 | 1670 | 0.425 | 208 |
| 3_3_place_gp | -0.322 | 1670 | 0.418 | 208 |
| 2_1_floorplan | 0.710 | 1430 | 0.414 | 140 |
## timing repair
action,4_1_cts,5_1_grt
gates cloned,0,0
endpoints found under the setup margin,4,2
resized,12,5
pin swaps,11,7
setup buffers,1,0
## flip-flops by register name (all words and copies together) (netlist names)
register	flops
u4.q	7
u2.q	7
u8.q	7
u6.q	7
Power is estimated from default activity; no workload was simulated.
